===== flow/config.mk =====
export PLATFORM = sky130hd
export DESIGN_NAME = sync_fifo
export DESIGN_NICKNAME = sync_fifo
export VERILOG_FILES = /design/flow/design.v
export SDC_FILE = /design/flow/constraint.sdc
export NUM_CORES = 4
export LEC_CHECK = 1
export CORE_UTILIZATION = 40

===== flow/constraint.sdc =====
current_design sync_fifo

set clk_period 36.9
set clk_io_pct 0.2

create_clock -name clk0 -period $clk_period [get_ports {clk}]

set non_clock_inputs [all_inputs -no_clocks]
set_input_delay [expr $clk_period * $clk_io_pct] -clock clk0 $non_clock_inputs
set_output_delay [expr $clk_period * $clk_io_pct] -clock clk0 [all_outputs]

===== flow/design.v =====
module sync_fifo 
  ( 
   fifo_rdata, fifo_full, fifo_empty, fifo_afull, fifo_aempty,
   clk, rst_n, fifo_wdata, fifo_wr, fifo_re
   );
   parameter W=32;
   parameter AW=5;
   parameter SIZE = 1<<AW;
   parameter AF_THR=1;  
   parameter AE_THR=1;  
   input          clk;
   input          rst_n;
   input [W-1:0]  fifo_wdata;
   input          fifo_wr;
   input          fifo_re;
   output [W-1:0] fifo_rdata;
   output         fifo_full; 
   output         fifo_empty;
   output         fifo_afull;
   output         fifo_aempty;
   reg  [AW-1:0]  write_ptr;
   wire [AW-1:0]  wr_ptr_pl1;
   reg  [AW-1:0]  read_ptr;
   wire [AW-1:0]  rd_ptr_pl1;
   wire [W-1:0]   fifo_rdata;
   wire           fifo_full, fifo_aempty, fifo_empty;
   reg  [AW:0]    level;
   reg  [W-1:0]   mem[SIZE-1:0];
   wire fifo_wr0 = fifo_wr & ~fifo_full;
   wire fifo_re0 = fifo_re & ~fifo_empty;
   always @(posedge clk) begin
      if (fifo_wr0) begin
         mem[write_ptr] <= fifo_wdata;
      end
   end
   assign fifo_rdata  = mem[read_ptr];
   always @(posedge clk  or negedge rst_n) begin
      if (~rst_n) 
        write_ptr <=  {AW{1'b0}};
      else if (fifo_wr0)      
        write_ptr <=  wr_ptr_pl1;
   end
   assign wr_ptr_pl1 = (write_ptr == SIZE -1) ? 0 : write_ptr + 1'b1;
   always @(posedge clk or negedge rst_n) begin
      if (~rst_n) 
        read_ptr <=  {AW{1'b0}};
      else if (fifo_re0)      
        read_ptr <=  rd_ptr_pl1;
   end
   assign rd_ptr_pl1 = (read_ptr == SIZE - 1) ? 0 : read_ptr +  1'b1;
   always @(posedge clk or negedge rst_n) begin
      if (~rst_n) begin
         level <= {AW+1{1'b0}};
      end
      else begin
         if (fifo_wr0 & !fifo_re0) begin
            level <= level +1;
         end
         else if (!fifo_wr0 & fifo_re0) begin
            level <= level -1;
         end
      end
   end
   assign fifo_empty  = (level == 0);
   assign fifo_full   = (level == SIZE);
   assign fifo_aempty = (level <= AE_THR);
   assign fifo_afull  = (level >= SIZE - AF_THR);
   // synopsys translate_off
   reg fifo_error;
   always @(posedge clk or negedge rst_n) begin
      if (~rst_n) begin
         fifo_error <= 1'b0;
      end
      else begin
         if (fifo_wr & fifo_full) begin
            fifo_error <= 1'b1;
            $display($time, " ERROR: attempting to write while fifo is FULL %m");
            repeat (2) @(posedge clk);
            $finish;
         end
         if (fifo_re & fifo_empty) begin
            fifo_error <= 1'b1;
            $display($time, " ERROR: attempting to read while fifo is EMPTY %m");
            repeat (2) @(posedge clk);
            $finish;
         end
      end
   end
   // synopsys translate_on
endmodule

===== flow/run.sh =====
#!/bin/bash
# OpenROAD 26Q1-2900-gdf79404cd8, Yosys 0.63+post, stock flow scripts
make -C /OpenROAD-flow-scripts/flow DESIGN_CONFIG=/design/flow/config.mk WORK_HOME=/design/flow/orfs finish

==> reports/qor.yml <==
outcome: "completed"
detailroute.via_count: 19060
grt_max_degree: 81
avgRoutedWirePerCell_um: 29.00
timing_worst_slew_pin_value_ps: 1023
floorplanUtilization_pct: 40.41
placed_cells: 3152
area_growth_pct: 14.37
finalCriticalPeriod_ps: 12470
fin_skew_ps: 40.68
hold_start: "level[4]$_DFFE_PN0P_"
syn_area_per_cell_um2: 21.84
setup_ws_ps: 24430
core_area_mm2: 0.09856
internal-power_mw: 2.317
cap_viol_max_count: 0
power.clock.fraction_pct: 29.9
port_buffers: 71
cell_total_in_the_yosys_stat_output: 1824
grt_first_pass_wirelength_um: 141900
cts.root.buffer_cell: "sky130_fd_sc_hd__clkbuf_16"
register_to_register_setup_slack_ps: 33410
p_comb_share_pct: 26.7
final_hold_viol_count: 0
worstPathMaxFanout: 42
post_route_cells_drive_above_1_share_pct: 21.74
power_frac_seq_pct: 43.5
cts_setup_buffers: 0
avgViaCountPerCell: 5.699
warning_count: 31
worst_relative_slew_slack_pct: 31.57
post_synth_num_cell_types: 43
grt_antenna_before_repair: 4
worst_setup_slack_after_placement_ps: 24950
netlist_area_mm2: 0.03983
reg2reg_depth: 7
setup_viol: 0
global_route.usage.total_pct: 21.51
dieHeight_um: 317.6
grt-ovfl-total: 0
drtAntennaViolNets: 0
topCellsByArea: "sky130_fd_sc_hd__edfxtp_1 (77%), sky130_fd_sc_hd__mux4_2 (11%), sky130_fd_sc_hd__mux2i_1 (3.3%), sky130_fd_sc_hd__a22oi_1 (1.8%), sky130_fd_sc_hd__dfrtp_1 (1.0%)"
min_to: "level[4]$_DFFE_PN0P_"
sw_frac_of_total_pct: 29.54
gp_routability_congestion: 0.7931
max_clock_freq_ghz: 0.08021
finalMaxSlewViolations: 0
postSynthCellCount: 1824
vdd_ir_drop_max_mv: 0.05094
drt-pass1-iter-count: 5
cts_resized: 0
worst_r2r_startpoint: "level[0]$_DFFE_PN0P_"
numCtsBuffers: 106
path_clk_slew_ps: 60
worstSetupEndpointType: "output port"
r2r_end: "mem[6][26]$_DFFE_PP_"
async_flop_share_pct: 1.538
synth-edff-count: 1024
synthesis.yosys.warnings: 2
layoutNonFillerInstCount: 3344
yosysTopAreaCell: "sky130_fd_sc_hd__edfxtp_1"
synth_top_flop_cell: "sky130_fd_sc_hd__edfxtp_1"
number_of_synthesized_register_bits: 1040
grt_setup_unrepaired: "no"
lay_top_cells: "sky130_fd_sc_hd__edfxtp_1 (1024), sky130_fd_sc_hd__mux4_2 (191), sky130_fd_sc_hd__mux2i_1 (130)"
insertion_delay_ps: 690
total_leakage_power_nw: 14.24
routed_wirelength_um: 96980
netlist.area_leader.share_pct: 77.20
boundary_pins: 72
max-clock-path-buffers: 3
seq_share_synth_pct: 78.21
layout_top_cell_excl_fill_tap: "sky130_fd_sc_hd__edfxtp_1"
cts_tree: "yes"
timing.hold.worst.class: "flop to flop"
worst_ep_required_time_ps: 29520
worst_ep_arrival_time_ps: 5090
first_global_vias: 21260
cts_sinks: 1040
remaining_drc_errors: 0
num_rows: 115
switchingPower_mw: 0.9718
power.density_mw_per_mm2: 72.20
hold_buffers_post_cts: 0
worst_setup_path_start_kind: "flop"
path_class: "flop to output port"
hpwlAfterDp_um: 47370
yosys_area_mm2: 0.03983
setup_total_negative_slack_ps: 0
first_iter_violations: 1116
final.period_utilization_pct: 33.79
cts-htree-levels: 3
chipArea_mm2: 0.1008
die_w_um: 317.6
number_of_cells_on_the_worst_hold_path: 1
==> state kept, by name, indices dropped and copies added, names as in the netlist <==
name       count
read_ptr       5
mem         1024
write_ptr      5
level          6
==> metal layers <==
metal	track usage, %	up-vias	part of all wire (%)
li1	-	8061	-
met1	24.84	9502	31
met2	32.26	1313	48
met3	17.04	175	18
met4	4.293	8	2.5
met5	0.5674	-	0.087
==> Yosys cell counts (4+ instances only) <==
library cell,count
sky130_fd_sc_hd__and3_1,6
sky130_fd_sc_hd__a22oi_1,95
sky130_fd_sc_hd__dfrtp_1,16
sky130_fd_sc_hd__nand2_1,10
sky130_fd_sc_hd__mux2_2,4
sky130_fd_sc_hd__a211oi_1,31
sky130_fd_sc_hd__clkbuf_1,55
sky130_fd_sc_hd__xor2_1,5
sky130_fd_sc_hd__mux4_2,191
sky130_fd_sc_hd__nor2_1,36
sky130_fd_sc_hd__o221ai_1,32
sky130_fd_sc_hd__edfxtp_1,1024
sky130_fd_sc_hd__ha_1,11
sky130_fd_sc_hd__buf_6,28
sky130_fd_sc_hd__o21ai_0,7
sky130_fd_sc_hd__buf_2,13
sky130_fd_sc_hd__nor3_1,4
sky130_fd_sc_hd__mux2i_1,130
sky130_fd_sc_hd__a21oi_1,36
sky130_fd_sc_hd__nand3_1,5
sky130_fd_sc_hd__o22ai_1,32
sky130_fd_sc_hd__nand3b_1,6
sky130_fd_sc_hd__buf_4,10
sky130_fd_sc_hd__inv_1,6
==> worst max path at each step <==
stage | from | end | cells past startpoint
global route | read_ptr[0]$_DFFE_PN0P_ | fifo_rdata[21] | 8
CTS | read_ptr[0]$_DFFE_PN0P_ | fifo_rdata[21] | 7
finish | read_ptr[0]$_DFFE_PN0P_ | fifo_rdata[21] | 7
==> kinds of logic (layout without fill, tap and decap cells) <==
| family | Yosys count | after routing | share of synthesized area (%) |
|---|---|---|---|
| mux | 325 | 325 | 14.18 |
| simple gates | 88 | 88 | 1.121 |
| other cells | 0 | 1 | 0 |
| buf+inv | 114 | 346 | 1.737 |
| compound gates | 240 | 240 | 4.278 |
| fa+ha+maj | 11 | 11 | 0.3455 |
| flops | 1040 | 1040 | 78.21 |
| xor+xnor | 6 | 6 | 0.1319 |
==> cell type report <==
| type | count | area, um2 |
|---|---|---|
| Fill cell | 7878 | 53010 |
| Sequential cell | 1040 | 31160 |
| Multi-Input combinational cell | 670 | 8254 |
| Clock buffer | 131 | 2746 |
| Tap cell | 1287 | 1610 |
| Timing Repair Buffer | 149 | 1309 |
| Clock inverter | 60 | 446.7 |
| Inverter | 6 | 22.52 |
| Antenna cell | 1 | 2.502 |
==> power groups by stage <==
stage	Clock, mW	Combinational (mW)	Sequential [mW]
CTS	0.999	0.901	1.43
global route	1.05	0.950	1.44
finish	0.982	0.877	1.43
==> stage by stage <==
stage	hold WS, ps	instance area, um2	utilization [%]	power (mW)
floorplan	479.0	39830	-	2.005
global placement	497.5	42360	42.98	2.344
detailed placement	514.4	42360	42.98	2.352
CTS	525.7	45550	46.22	3.332
global route	547.1	45550	46.22	3.437
finish	527.7	45560	46.22	3.289
==> critical path, stage by stage (launching register included) <==
cell and delay (ps):
sky130_fd_sc_hd__dfrtp_4 840, sky130_fd_sc_hd__buf_4 570, sky130_fd_sc_hd__buf_4 700, sky130_fd_sc_hd__buf_4 710
sky130_fd_sc_hd__mux4_2 590, sky130_fd_sc_hd__a211oi_1 260, sky130_fd_sc_hd__a22oi_1 220, sky130_fd_sc_hd__clkdlybuf4s50_1 460
Power is estimated from default activity; no workload was simulated.
