$ cat flow/run.sh
#!/bin/bash
# OpenROAD 26Q1-2900-gdf79404cd8, Yosys 0.63+post, stock flow scripts
make -C /OpenROAD-flow-scripts/flow DESIGN_CONFIG=/design/flow/config.mk WORK_HOME=/design/flow/orfs finish
$ cat flow/config.mk
export PLATFORM = sky130hd
export DESIGN_NAME = data_mem_mon
export DESIGN_NICKNAME = data_mem_mon
export VERILOG_FILES = /design/flow/design.v
export SDC_FILE = /design/flow/constraint.sdc
export NUM_CORES = 4
export LEC_CHECK = 1
export CORE_UTILIZATION = 30
export SYNTH_MEMORY_MAX_BITS = 65536
$ cat flow/constraint.sdc
current_design data_mem_mon

set clk_period 56.7
set clk_io_pct 0.2

create_clock -name clk0 -period $clk_period [get_ports {clk}]

set non_clock_inputs [all_inputs -no_clocks]
set_input_delay [expr $clk_period * $clk_io_pct] -clock clk0 $non_clock_inputs
set_output_delay [expr $clk_period * $clk_io_pct] -clock clk0 [all_outputs]
$ cat flow/design.v
module data_mem_mon( 
   mem_rdata, mem_rdata_vld,
   clk, rst_n, mem_addr, mem_wdata, mem_wr_en, mem_rd_en
   );
parameter DM_AW = 10;
parameter DM_DW = 32;
parameter RAM_DEPTH = 1 << DM_AW;
parameter BANK_SIZE = RAM_DEPTH >> 2;
input                                   clk;
input                                   rst_n;
input  [DM_AW-1:0]                      mem_addr;
input  [DM_DW-1:0]                      mem_wdata;
input                                   mem_wr_en;
input                                   mem_rd_en;
output [DM_DW-1:0]                      mem_rdata;
output                                  mem_rdata_vld;
reg  [DM_DW -1:0]                       mem_rdata_1;
reg                                     mem_rdata_vld_1;
  wire [DM_DW-1:0] mem_rdata_0;
  ram_bank #(DM_DW, DM_AW, BANK_SIZE) u_ram_bank_0 (
    .clk  (clk), 
    .we   (mem_wr_en), 
    .d    (mem_wdata), 
    .addr (mem_addr), 
    .q    (mem_rdata_0)
  );
  wire mem_read = mem_rd_en & ~mem_wr_en;
  reg mem_read_1;
  always @(posedge clk) begin
     mem_read_1 <= mem_read;
  end
  always @( mem_rdata_0 or mem_read_1) begin
     mem_rdata_1     = {DM_DW{1'b0}};
     mem_rdata_vld_1 = 1'b0;
     if (mem_read_1) begin
         mem_rdata_1     = mem_rdata_0;
         mem_rdata_vld_1 = 1'b1;
     end
  end
  assign mem_rdata     = mem_rdata_1;
  assign mem_rdata_vld = mem_rdata_vld_1;
  // synopsys translate_off
  wire mem_addr_in_range = (mem_addr <= RAM_DEPTH);
  always @(posedge clk) begin : write
     if (mem_wr_en==1'b1) begin
        if (mem_addr_in_range) begin
           $display($time, " MEM: writting addr=%x wdata=%x %m", mem_addr, mem_wdata);
        end
     end
  end
  always @(posedge clk) begin : addr_range_check
     if (mem_wr_en == 1'b1 || mem_rd_en==1'b1) begin
        if (~mem_addr_in_range) begin
           $display($time, " MEM: ERROR: access to addr=%x hits no physical memory %m", mem_addr);
        end
     end
  end
  reg  [DM_AW-1:0] mem_addr_q;
  always @(posedge clk) begin
     if (mem_rdata_vld) begin
        if (mem_addr_q < RAM_DEPTH) begin
           $display($time, " MEM: reading  addr=%x rdata=%x %m", mem_addr_q, mem_rdata);
        end
     end
     mem_addr_q <= mem_addr;
  end
  // synopsys translate_on
endmodule  
module ram_bank (clk, we, d, addr, q);
parameter DW=8;
parameter AW=7;
parameter DEPTH=1<<AW;
input clk, we;
input [DW-1:0] d;
input [AW-1:0] addr;
output [DW-1:0] q;
reg [DW-1:0] mem [DEPTH-1:0];
reg [DW-1:0] q;
integer i;
    // synopsys translate_off
    initial begin
       $display("RAM_DUMP: INSTANCE: %m TYPE: ram1rw DW: %d AW: %d DEPTH: %d", DW, AW, DEPTH);
       for (i=0; i<DEPTH; i=i+1) begin
           mem[i] = 32'h0;
       end
    end
    // synopsys translate_on
    always @(posedge clk) begin
       if (we)
          mem[addr] <= d;
    end
    always @(posedge clk) begin
       q <= mem[addr];  
    end
endmodule
==> flow_metrics.py <==
# Metrics from the implementation run
metrics = {
    "synthesis": {
        "synth-seq-cells": 8225,
        "synth-seq-area-share": 0.798,
        "synth.yosys.chip_area_um2": 309000,
        "synth.yosys.num_cells": 13100,
        "summed_instance_area_of_the_synthesized_netlist_um2": 309000,
        "synthesis.instances": 13100,
        "ys.warnings.count": 3,
        "synth.lib_cells_used.distinct": 22,
        "number_of_synthesized_flops_with_an_enable_pin": 8192,
        "async_reset_ff_frac": 0,
        "avgSynthCellArea_um2": 23.6,
        "synth-main-ff-cell": "sky130_fd_sc_hd__edfxtp_1",
    },
    "setup_path": {
        "worstSetupStartpointType": "primary input",
        "critPathBufInv": 7,
        "worst_ep_required_time_ps": 57720,
        "cp_data_arrival_time_ps": 17490,
        "critical_path.slowest_cell": "sky130_fd_sc_hd__o41ai_1",
        "critical_path_peak_fanout": 92,
        "critical_path.max_stage_delay_ps": 820,
        "crit_path_frequent_cell": "sky130_fd_sc_hd__buf_4",
        "timing.critical_path.max_delay_family": "buffers and inverters",
        "ordered_list_of_cells_on_the_worst_path": "buf_16, buf_4, buf_12, buf_4, buf_4, buf_4, buf_12, mux4_2, a22oi_1, a21oi_1, o41ai_1, nand4_1",
        "worst_setup_path_end_kind": "flop",
        "path_class": "in2reg",
    },
    "clock_network": {
        "cts_tree": "built",
        "ctsRootBufferMaster": "sky130_fd_sc_hd__clkbuf_16",
        "post_cts_hold_buffer_count": 0,
        "clkTransAtPathRegs_ps": 60,
        "post_cts_resize_count": 0,
        "tritoncts_sink_count": 8225,
        "number_of_buffers_added_by_the_clock_tree_synthesis_step": 790,
        "post-cts-setup-buffers": 0,
        "cts.path.max_buffers": 4,
        "cts.htree.levels": 6,
        "clkLatencyLatePin_ps": 1170,
    },
    "timing": {
        "setup_viol": 0,
        "pins_over_their_slew_limit": 0,
        "rsz0062_at_grt": "no",
        "slew-limit-headroom": 0.271,
        "hold_viol": 0,
        "final.period_utilization": 0.291,
        "max_freq_mhz": 60.7,
        "setup_tns_ps": 0,
        "worst_slew_pin_slew_ps": 1090,
        "timing.clock.skew_ps": 83.8,
        "final_period_demand_of_the_worst_path_ps": 16480,
    },
    "place": {
        "postPlaceCellArea_um2": 333000,
        "finalWeightedCongestion": 0.857,
        "dp.final_hpwl_um": 487000,
        "place.port_buffers": 75,
    },
    "power": {
        "p_per_area_nw_per_um2": 34.5,
        "combinationalPowerShare": 0.047,
        "internal-power_mw": 9.70,
        "power.ir.vdd_worst_v": 0.0000358,
        "clock_power_share": 0.409,
        "power.sequential.fraction": 0.544,
        "switching_share": 0.214,
        "power.leakage_nw": 107,
        "switchingPower_mw": 2.64,
    },
    "route": {
        "routed_wl_um": 851000,
        "drt_iter0_drc": 9451,
        "drt_drc_violations_left": 0,
        "routed_wire_length_per_instance_um": 30.0,
        "antenna_violating_nets_post_route": 0,
        "dr_total_vias": 145000,
        "firstDrtPassIters": 6,
        "detail_route.vias_per_cell": 5.10,
    },
    "floorplanning": {
        "floorplan.initialDensity": 0.301,
        "top_level_pins": 79,
        "die_area_um2": 1030000,
        "die-width_um": 1020,
        "row_count": 372,
        "floorplan.core_area_um2": 1030000,
        "fp.dieH_um": 1020,
    },
    "job": {
        "maxCapViolations": 0,
        "warnings": 29,
    },
    "layout": {
        "tally_of_filler_cells_in_the_layout": 93000,
        "layout-area-overhead-vs-synth_pct": 15.8,
        "finish.instance_area_um2": 358000,
        "drive_above_1_share": 0.295,
    },
    "global_routing": {
        "grt_max_degree": 98,
        "grt_util_all_layers": 0.176,
        "gr-total-overflow": 0,
        "grt_pass1_vias": 162000,
        "global_route_wire_length_before_repair_um": 1200000,
        "antenna_found_initial": 28,
    },
    "run_status": {
        "outcome": "finished, final reports clean",
    },
    "worst_hold_path": {
        "hold_class": "reg2reg",
    },
}
## kinds of logic after synthesis
kind of cell | share of synthesized area
DFF | 0.798
muxes | 0.149
and+or+nand+nor | 0.00555
AOI/OAI and AO/OA | 0.0368
buffers and inverters | 0.0107
## flip-flops by register name (all words and copies together), names as in the netlist
name and flops:
u_ram_bank_0.q 32, mem_read_1 1, u_ram_bank_0.mem 8192
## worst register-to-register path, cell delays in order (launching register included)
cell                       delay [ps]
sky130_fd_sc_hd__edfxtp_1         410
sky130_fd_sc_hd__mux4_2           460
sky130_fd_sc_hd__a22oi_1          460
sky130_fd_sc_hd__a21oi_1          380
sky130_fd_sc_hd__o41ai_1          770
sky130_fd_sc_hd__nand4_1          160
## layer usage
metal / global-route usage / share of wire
met5: 0.0119 / 0.0016
met2: 0.259 / 0.46
met1: 0.167 / 0.28
met3: 0.164 / 0.20
met4: 0.0664 / 0.050
## area by class of cell
cell class	count	area (um2)	area share
Multi-Input combinational cell	4099	62100	0.173
Clock inverter	432	3780	0.0106
Antenna cell	36	90.1	0.000252
Clock buffer	1013	20900	0.0584
Timing Repair Buffer	906	7380	0.0206
Sequential cell	8225	247000	0.689
Inverter	1	3.75	0.0000105
Tap cell	13700	17100	0.0477
## final timing paths
check,from,endpoint,slack (ps),cells past startpoint
worst max register to register,u_ram_bank_0.mem[28][31],u_ram_bank_0.q[31],53910,5
worst max-delay path,mem_addr[1],u_ram_bank_0.q[12],40220,12
worst min register to register,u_ram_bank_0.mem[248][2],u_ram_bank_0.q[2],950,5
worst min-delay path,u_ram_bank_0.mem[248][2],u_ram_bank_0.q[2],950,5
## per-stage QoR
step                power, mW  std cells  worst slack [ps]  utilization  hold WS, ps
floorplan                7.12      13100             41560            -          819
global placement         7.41      26900             39040        0.325          934
detailed placement       7.42      26900             39160        0.325          925
CTS                      12.4      28300             40430        0.349          942
global route             12.7      28300             40030        0.349         1010
finish                   12.3      28400             40220        0.349          947
## cells in the final DEF (no fill, tap or decap), drive strengths merged
| cell | Yosys | final |
|---|---|---|
| a21oi | 512 | 512 |
| a22oi | 1024 | 1024 |
| and2 | 35 | 35 |
| buf | 289 | 866 |
| bufinv | 0 | 44 |
| clkbuf | 510 | 1013 |
| clkdlybuf4s50 | 0 | 40 |
| clkinv | 0 | 353 |
| clkinvlp | 0 | 12 |
| dfxtp | 33 | 33 |
| diode | 0 | 36 |
| edfxtp | 8192 | 8192 |
| inv | 1 | 24 |
| mux4 | 2048 | 2048 |
| nand2 | 28 | 28 |
| nand2b | 6 | 6 |
| nand3 | 13 | 13 |
| nand4 | 32 | 32 |
| nor2 | 232 | 232 |
| nor2b | 8 | 8 |
| nor3 | 30 | 30 |
| o41ai | 128 | 128 |
| or2 | 2 | 2 |
| or3 | 1 | 1 |
## synthesized netlist by cell type, drive strengths merged, types with 8 or more instances
cell	count	area [um2]
a21oi	512	2560
a22oi	1024	7690
and2	35	219
buf	289	1380
clkbuf	510	1910
dfxtp	33	661
edfxtp	8192	246000
mux4	2048	46100
nand2	28	105
nand3	13	65.1
nand4	32	200
nor2	232	871
nor2b	8	50.1
nor3	30	150
o41ai	128	1120
## power groups by stage
stage	clock network (mW)	logic [mW]	registers [mW]
CTS	5.13	0.589	6.71
global route	5.35	0.624	6.70
finish	5.05	0.583	6.71
Power and IR drop assume default switching activity.
